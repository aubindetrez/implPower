**run.sh**
```bash
#!/bin/bash
# OpenROAD 26Q1-2900-gdf79404cd8, Yosys 0.63+post, stock flow scripts
make -C /OpenROAD-flow-scripts/flow DESIGN_CONFIG=/design/flow/config.mk WORK_HOME=/design/flow/orfs finish
```
**config.mk**
```make
export PLATFORM = sky130hd
export DESIGN_NAME = CondReg
export DESIGN_NICKNAME = CondReg
export VERILOG_FILES = /design/flow/design.v
export SDC_FILE = /design/flow/constraint.sdc
export NUM_CORES = 4
export LEC_CHECK = 1
export CORE_UTILIZATION = 30
```
**constraint.sdc**
```tcl
current_design CondReg

set clk_period 5.8
set clk_io_pct 0.2

create_clock -name clk0 -period $clk_period [get_ports {i_clk}]

set non_clock_inputs [all_inputs -no_clocks]
set_input_delay [expr $clk_period * $clk_io_pct] -clock clk0 $non_clock_inputs
set_output_delay [expr $clk_period * $clk_io_pct] -clock clk0 [all_outputs]
```
**design.v**
```verilog
module CondReg (
    input logic i_clk,
    input logic i_rst,
    input logic i_en,   
    input logic [0:31] i_instr,   
    input logic i_crand,   
    input logic i_crnand,   
    input logic i_cror,   
    input logic i_crxor,   
    input logic i_crnor,   
    input logic i_creqv,   
    input logic i_crandc,   
    input logic i_crorc,   
    input logic i_mcrf,   
    output logic [0:31] o_cr   
);
  logic [0:31] cr_d, cr_q;
  always_ff @(posedge i_clk or posedge i_rst) begin
    if (i_rst == 1'b1) cr_q <= 32'b0;
    else if (i_en == 1'b1) cr_q <= cr_d;
  end
  assign o_cr = cr_q;
  logic [0:4] bt;
  assign bt = i_instr[6:10];   
  logic [0:4] ba;
  assign ba = i_instr[11:15];   
  logic [0:4] bb;
  assign bb = i_instr[16:20];   
  logic int_d;
  assign int_d = (i_crand == 1'b1)?  cr_q[ba] & cr_q[bb] :
                    (i_crnand == 1'b1)? ~(cr_q[ba] & cr_q[bb]) :
                    (i_cror == 1'b1)? cr_q[ba] | cr_q[bb] :
                    (i_crxor == 1'b1)? cr_q[ba] ^ cr_q[bb] :
                    (i_crnor == 1'b1)? ~(cr_q[ba] | cr_q[bb]) :
                    (i_creqv == 1'b1)? ~(cr_q[ba] ^ cr_q[bb]) :
                    (i_crandc == 1'b1)? cr_q[ba] & ~cr_q[bb] :
                    (i_crorc == 1'b1)? cr_q[ba] | ~cr_q[bb]:
                    cr_q[bt];  
  logic [0:31] int_cr;
  genvar i;
  for (i = 0; i < 32; i++) begin : gen_condreg
    assign int_cr[i] = (bt == i) ? int_d : cr_q[i];
  end
  logic [0:2] bf;
  assign bf = i_instr[6:8];
  logic [0:2] bfa;
  assign bfa = i_instr[11:13];
  logic [0:4] bfa_sht;
  assign bfa_sht = {bfa, 2'b00};
  genvar i;
  for (i = 0; i < 32; i++) begin : gen_mcrf
    assign cr_d[i] = (i_mcrf == 1'b1 && bf == i / 4) ? int_cr[bfa_sht+i%4] : int_cr[i];
  end
  initial begin
    $dumpfile("trace.vcd");
    $dumpvars(0, CondReg);
    #1;
  end
endmodule
```
==> impl_metrics.py <==
# Generated from Yosys and OpenROAD reports
metrics = {
    "run_status": {
        "outcome": "complete, no violations",
    },
    "power": {
        "peakVddDrop_mv": 0.107,
        "p_per_area_nw_per_um2": 290,
        "power_frac_clock": 0.202,
        "finalPower_mw": 1.30,
        "p_int_mw": 0.813,
        "pwr-share-seq": 0.352,
        "netSwitchingFraction": 0.375,
        "p_comb_frac": 0.446,
        "leakagePower_nw": 1.55,
        "power.switching_mw": 0.487,
    },
    "clocking": {
        "cts_resized": 0,
        "clkLatencyLatePin_ps": 280,
        "cts_hold_buf": 0,
        "cts_tree": "built",
        "path_clk_slew_ps": 50,
        "cts.path.max_buffers": 2,
        "htreeDepth": 2,
        "cts_sinks": 32,
        "cts_buffers": 5,
        "clock-root-buffer": "clkbuf_16",
        "cts_setup_buffers": 0,
    },
    "min_path": {
        "hp-class": "flop to flop",
    },
    "critical_path": {
        "crit_arrival_ps": 5420,
        "r2r-end": "cr_q[23]$_DFFE_PP0P_",
        "endpoint": "cr_q[23]$_DFFE_PP0P_",
        "cp_max_fo": 8,
        "rr_worst_depth": 13,
        "reg2reg_slack_ps": 1650,
        "crit_required_ps": 6000,
        "end_kind": "flop",
        "crit_type": "primary input to flop",
        "startpoint": "i_instr[20]",
        "r2r_start": "cr_q[2]$_DFFE_PP0P_",
        "cp-start-kind": "primary input",
    },
    "final_layout": {
        "layout-drive-gt1-share": 0.134,
        "largest_reg_flops": 32,
        "lay_top_cells": "o21ai_0 (58), clkdlybuf4s50_1 (58), dfrtp_1 (32)",
        "instances_no_fill": 605,
        "area_growth_pct": 23.0,
        "n_fill_cell": 1179,
        "top_register": "cr_q",
        "largestRegisters": "cr_q: 32 flops",
    },
    "synthesis": {
        "synthCells": 412,
        "async_reset_ff_frac": 1.00,
        "yosys_area_um2": 3640,
        "avgSynthCellArea_um2": 8.84,
        "ys_seq_share": 0.220,
        "ys_warn_count": 3,
        "synth_area_um2": 3640,
        "ys_seq_elements": 32,
        "synth_cell_types": 62,
        "ys.flop_type": "dfrtp_1",
        "ys_cells": 412,
        "edf_count": 0,
    },
    "grt": {
        "overflow": 0,
        "grt_pass1_vias": 3587,
        "grt_max_degree": 52,
        "antenna_found_initial": 0,
        "grt_pass1_wl_mm": 20.9,
        "grtUsageTotal": 0.226,
    },
    "flow_run": {
        "drv_cap": 0,
        "warnings": 45,
    },
    "die": {
        "die-area_um2": 12600,
        "rows": 39,
        "die_h_um": 112,
        "core_um2": 11600,
        "die_w_um": 112,
        "ioPinCount": 76,
        "fp_util": 0.314,
    },
    "drt": {
        "wl_per_cell_um": 22.7,
        "route.final.wire_length_mm": 13.8,
        "vias": 3842,
        "antenna_left": 0,
        "detail_route.vias_per_cell": 6.35,
        "remaining_drc_errors": 0,
        "route.antenna.diode_count": 0,
        "initialDrtViolationCount": 351,
        "dr.pass1.iters": 16,
    },
    "timing": {
        "post-route-min-period_ps": 5220,
        "period_used_share": 0.900,
        "maxSlewHeadroom": 0.418,
        "rsz0062_at_grt": "false",
        "tightestPinTransition_ps": 871,
        "finalSetupViolCount": 0,
        "setup_tns_ps": 0,
        "hold_viol_final": 0,
        "clock_skew_ps": 2.81,
        "max_freq_mhz": 191,
        "whs_ps": 644,
        "drv_slew": 0,
    },
    "place": {
        "dp.cells": 597,
        "portBuffers": 58,
        "place.gp.congestion": 0.974,
        "post-dp-hpwl_mm": 10.5,
    },
}
routing by layer:
layer,share of wire,track usage
met1,0.42,0.344
met2,0.46,0.347
met3,0.088,0.0369
met4,0.027,0.0542
met5,0,0
synthesized netlist by cell type (3+ instances only):
master | n | area share
a211oi_1 | 4 | 0.0082
o31ai_1 | 6 | 0.012
and2_1 | 9 | 0.015
a21oi_1 | 7 | 0.0096
mux2i_1 | 7 | 0.019
ha_1 | 4 | 0.014
buf_1 | 3 | 0.0031
or3_1 | 12 | 0.021
inv_1 | 8 | 0.0082
a32oi_1 | 29 | 0.070
a31oi_1 | 4 | 0.0069
nor3b_1 | 3 | 0.0062
nand3_1 | 8 | 0.011
buf_2 | 6 | 0.0082
nor3_1 | 29 | 0.040
a221oi_1 | 3 | 0.0072
nor2b_1 | 16 | 0.027
buf_6 | 6 | 0.019
nor2_1 | 26 | 0.027
o21ai_0 | 58 | 0.080
nand3b_1 | 3 | 0.0062
nand2_1 | 23 | 0.024
dfrtp_1 | 32 | 0.22
clkbuf_1 | 14 | 0.014
mux4_1 | 3 | 0.022
o211ai_1 | 3 | 0.0062
mux4_2 | 24 | 0.15
nand2b_1 | 14 | 0.024
nor4_1 | 8 | 0.014
worst min-delay path by stage:
stage / cells past startpoint / slack, ps / to / start
4_1_cts: 2 / 650 / cr_q[18]$_DFFE_PP0P_ / cr_q[18]$_DFFE_PP0P_
5_1_grt: 2 / 680 / cr_q[16]$_DFFE_PP0P_ / cr_q[16]$_DFFE_PP0P_
6_report: 2 / 640 / cr_q[31]$_DFFE_PP0P_ / cr_q[31]$_DFFE_PP0P_
critical path: stages:
cell and delay [ps]:
clkdlybuf4s50_1 450, buf_4 200, mux4_2 520, mux4_2 490, mux2i_1 240, inv_1 100, ha_1 210, nor2b_1 170
o31ai_1 120, or3_1 360, or3_1 450, o21ai_0 130, nand3_1 370, buf_4 290, o21ai_0 150
cell families (layout without fill, tap and decap cells):
group	count (synthesis)	count (layout)	share of synthesized area
mux	36	36	0.195
fa+ha+maj	4	4	0.0137
xor+xnor	2	2	0.00481
buf+inv	40	90	0.0611
flops	32	32	0.220
compound gates	135	135	0.255
simple gates	163	163	0.250
final cells by class:
class / count / area, µm² / area share
Multi-Input combinational cell: 340 / 2630 / 0.586
Sequential cell: 32 / 801 / 0.179
Tap cell: 143 / 179 / 0.0399
Clock buffer: 8 / 146 / 0.0327
Inverter: 9 / 33.8 / 0.00754
Timing Repair Buffer: 73 / 693 / 0.155
power groups by stage:
stage | sequential, mW | clock [mW] | combinational, mW
4_1_cts | 0.455 | 0.268 | 0.583
5_1_grt | 0.468 | 0.278 | 0.633
6_report | 0.457 | 0.263 | 0.580
per-stage QoR:
step                      setup slack, ps   util  instance area [µm²]
after detailed placement              299  0.373                 4330
after CTS                             566  0.386                 4480
after global placement                308  0.373                 4330
after global routing                  215  0.386                 4480
after floorplan                       921      -                 3640
final                                 578  0.386                 4480
Power and IR drop assume default switching activity.
