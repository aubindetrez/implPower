## /design/flow/constraint.sdc

```tcl
current_design Identify

set clk_period 2.9
set clk_io_pct 0.2

create_clock -name clk0 -period $clk_period [get_ports {i_clk}]

set non_clock_inputs [all_inputs -no_clocks]
set_input_delay [expr $clk_period * $clk_io_pct] -clock clk0 $non_clock_inputs
set_output_delay [expr $clk_period * $clk_io_pct] -clock clk0 [all_outputs]
```

## /design/flow/config.mk

```make
export PLATFORM = sky130hd
export DESIGN_NAME = Identify
export DESIGN_NICKNAME = Identify
export VERILOG_FILES = /design/flow/design.v
export SDC_FILE = /design/flow/constraint.sdc
export NUM_CORES = 4
export LEC_CHECK = 1
export CORE_UTILIZATION = 40
```

## /design/flow/run.sh

```bash
#!/bin/bash
# OpenROAD 26Q1-2900-gdf79404cd8, Yosys 0.63+post, stock flow scripts
make -C /OpenROAD-flow-scripts/flow DESIGN_CONFIG=/design/flow/config.mk WORK_HOME=/design/flow/orfs finish
```

## /design/flow/design.v

```verilog
`timescale 100ps / 100ps
module Identify (
    input logic i_clk,
    input logic i_rst,
    input logic i_en,
    input logic [0:31] i_instr,
    output logic [0:31] o_instr_suffix,
    output logic [0:31] o_instr_prefix,
    input logic i_arb_full_mask,
    output logic o_stall_fetch_arb,
    output logic o_branch_identified,
    output logic o_condreg_identified,
    output logic o_unknown_instr,
    output logic o_branch_i_form,
    output logic o_branch_b_form,
    output logic o_branch_cond_LR,
    output logic o_branch_cond_CTR,
    output logic o_branch_cond_TAR,
    output logic o_condreg_crand,
    output logic o_condreg_crnand,
    output logic o_condreg_cror,
    output logic o_condreg_crxor,
    output logic o_condreg_crnor,
    output logic o_condreg_creqv,
    output logic o_condreg_crandc,
    output logic o_condreg_crorc,
    output logic o_condreg_mcrf
);
  assign o_stall_fetch_arb = 1'b0;
  logic is_prefixed;
  logic [0:5] primary_opcode;
  assign primary_opcode = i_instr[0:5];
  assign is_prefixed = (primary_opcode == 6'b000001) ? 1'b1 : 1'b0;
  logic [0:31] suffix;
  assign suffix = i_instr;
  logic [0:31] prefix_q, prefix_d;
  always_ff @(posedge i_clk or posedge i_rst) begin
    if (i_rst == 1'b1) prefix_q <= 32'b0;
    else if (i_en == 1'b1) prefix_q <= prefix_d;
  end
  assign prefix_d = (is_prefixed == 1'b1) ? i_instr : 32'b0;
  assign o_instr_suffix = suffix;
  assign o_instr_prefix = prefix_q;
  assign o_unknown_instr = ~is_prefixed & ~o_branch_identified & ~o_condreg_identified;
  logic is_branch_i_form;
  logic is_branch_b_form;
  logic is_branch_xl_form;
  logic is_branch_cond_to_LR;   
  logic is_branch_cond_to_CTR;   
  logic is_branch_cond_to_TAR;   
  assign is_branch_i_form = (primary_opcode == 6'b010010) ? 1'b1 : 1'b0;   
  assign is_branch_b_form = (primary_opcode == 6'b010000) ? 1'b1 : 1'b0;   
  assign is_branch_xl_form = (primary_opcode == 6'b010011) ? 1'b1 : 1'b0;   
  assign is_branch_cond_to_LR = (is_branch_xl_form == 1'b1
                                    && i_instr[21:30] == 10'b0000010000)? 1'b1: 1'b0;
  assign is_branch_cond_to_CTR = (is_branch_xl_form == 1'b1
                                    && i_instr[21:30] == 10'b1000010000)? 1'b1: 1'b0;
  assign is_branch_cond_to_TAR = (is_branch_xl_form == 1'b1
                                    && i_instr[21:30] == 10'b1000110000)? 1'b1: 1'b0;
  assign o_branch_identified = is_branch_i_form | is_branch_b_form | is_branch_cond_to_LR
                            | is_branch_cond_to_CTR | is_branch_cond_to_TAR;
  assign o_branch_i_form = is_branch_i_form;
  assign o_branch_b_form = is_branch_b_form;
  assign o_branch_cond_LR = is_branch_cond_to_LR;
  assign o_branch_cond_CTR = is_branch_cond_to_CTR;
  assign o_branch_cond_TAR = is_branch_cond_to_TAR;
  assign o_condreg_identified = o_condreg_crand | o_condreg_crnand | o_condreg_cror |
                        o_condreg_crxor | o_condreg_crnor | o_condreg_creqv | o_condreg_crandc|
                        o_condreg_crorc | o_condreg_mcrf;
  assign o_condreg_crand = (is_branch_xl_form == 1'b1
                                && i_instr[21:30] == 10'b01_0000_0001)? 1'b1: 1'b0;  
  assign o_condreg_crnand = (is_branch_xl_form == 1'b1
                                && i_instr[21:30] == 10'b00_1110_0001)? 1'b1: 1'b0;  
  assign o_condreg_cror = (is_branch_xl_form == 1'b1
                                && i_instr[21:30] == 10'b01_1100_0001)? 1'b1: 1'b0;  
  assign o_condreg_crxor = (is_branch_xl_form == 1'b1
                                && i_instr[21:30] == 10'b00_1100_0001)? 1'b1: 1'b0;  
  assign o_condreg_crnor = (is_branch_xl_form == 1'b1
                                && i_instr[21:30] == 10'b00_0010_0001)? 1'b1: 1'b0;  
  assign o_condreg_creqv = (is_branch_xl_form == 1'b1
                                && i_instr[21:30] == 10'b01_0010_0001)? 1'b1: 1'b0;  
  assign o_condreg_crandc = (is_branch_xl_form == 1'b1
                                && i_instr[21:30] == 10'b00_1000_0001)? 1'b1: 1'b0;  
  assign o_condreg_crorc = (is_branch_xl_form == 1'b1
                                && i_instr[21:30] == 10'b01_1010_0001)? 1'b1: 1'b0;  
  assign o_condreg_mcrf = (is_branch_xl_form == 1'b1
                                && i_instr[21:30] == 10'b00_0000_0000)? 1'b1: 1'b0;  
  initial begin
    $dumpfile("trace.vcd");
    $dumpvars(0, Identify);
    #1;
  end
endmodule
```

==> job_summary.md <==
## PnR job results

| Metric | Value |
|---|---|
| Status | `completed` |
| Total die area | `4530 sq um` |
| Reg-to-Reg End | `prefix_q[26]$_DFFE_PP0P_` |
| Initial antenna violation count | `0` |
| Rel. slew slack | `66.1%` |
| F_max | `0.350 GHz` |
| Crit path kind | `in2out` |
| Tool warnings | `27` |
| CTS clock-pin slew for the worst setup and hold paths | `0.06 ns` |
| Init Core Util | `42.1%` |
| PD cells | `319 nW/um^2` |
| Via density per instance | `5.09` |
| Synth Seq Share | `46.9%` |
| Top cell area share | `46.9%` |
| Std cell rows | `23` |
| Port Buf Inserts | `115` |
| Crit path max fanout | `3` |
| Final period util | `98.6%` |
| Die W | `67.3 um` |
| Number of I/O pins | `118` |
| # H-tree levels | `2` |
| TNS Setup | `0 ns` |
| Cell count after placement | `307` |
| Top cells by area | `dfrtp_1 47%, buf_4 15%, a22o_1 13%` |
| Design Area, Final | `3010 sq um` |
| Cells after Synth | `161` |
| DP HPWL | `3390 um` |
| Startpoint types | `input port` |
| First-pass iteration count of the detailed router | `4` |
| Largest net degree at the start of global routing | `33` |
| Final ANT Viol Nets | `0` |
| Worst-Margin Slew | `0.507 ns` |
| Ys flops | `32` |
| Post-Route WL | `4880 um` |
| Max reg flops | `32` |
| DP Area | `2790 sq um` |
| GRT Resource Usage Total | `21.8%` |
| Clock Skew | `0 ns` |
| GPL Wtd Cong | `0.786` |
| Area taken by flip-flops and latches | `801 sq um` |
| Global-route wire length before repair | `7400 um` |
| Final setup fails | `0` |
| CTS tree | `built` |
| Yosys cell types | `32` |
| Slew Limit Fails | `0` |
| Final Non-Filler Cells | `325` |
| Clk buf depth | `2` |
| Worst R2R Setup Slack | `2.17 ns` |
| Worst hold margin | `0.483 ns` |
| Tmin final | `2.86 ns` |
| DRC | `0` |
| Synth area leader | `dfrtp_1` |
| Routed via count | `1653` |
| Core area | `4060 sq um` |
| Number of cells in Yosys stat | `161` |
| Syn_area_per_cell | `10.6 sq um` |
| Yosys stat area | `1710 sq um` |
| Mapped Area | `1710 sq um` |
| Most flops, register | `prefix_q` |
| Number of fill cells in the layout | `240` |
| Area occupied by multi-input gates | `708 sq um` |
| Largest registers | `prefix_q (32)` |
| Clk latency of the worst-skew pair | `0.27 ns` |
| Die span in y | `67.3 um` |
| Crit. End Element | `output pin` |
| DRT iter0 DRCs | `92` |
| Proportion of layout cells with a drive suffix above 1 | `28.7%` |
| Peak supply drop | `0.000249 V` |
| Hold Path Depth | `1` |
| HP Start | `prefix_q[5]$_DFFE_PP0P_` |
| # diodes | `0` |
| Reg2reg path depth | `1` |
| Total gr overflow | `0` |
| CTS buffer count | `5` |
| CTS root buffer | `clkbuf_8` |
| DR WL/cell | `15.0 um` |
| Static Leak | `0.00141 uW` |
| Crit Reg-Reg Startpoint | `prefix_q[26]$_DFFE_PP0P_` |
| Min-Delay Endpoint | `prefix_q[5]$_DFFE_PP0P_` |
| Worst Hold Class | `reg2reg` |
| Ys Warns | `3` |
| WP data arrival | `2.28 ns` |
| Sink Count | `32` |
| Core Util, Final | `74.2%` |
| Vias in the first global route | `1562` |
| P&R area growth vs syn | `76.3%` |
| Hold Vio Cnt, Final | `0` |
| Critical Path RT | `2.32 ns` |
| Number of max-cap violations | `0` |
[cell type report]
cell class,count,share of cell area (%)
Tap cell,50,2.08
Clock buffer,8,2.99
Sequential cell,32,26.6
Multi-Input combinational cell,84,23.5
Inverter,5,0.624
Timing Repair Buffer,146,44.2
[synthesized netlist by cell type]
cell type  count
a211oi_1       1
a21o_1         2
a22o_1        26
and3_1         1
and4bb_2       1
buf_4         35
buf_6          1
clkbuf_1       4
conb_1         1
dfrtp_1       32
inv_1          4
inv_2          1
nand2_1        6
nand3_1        3
nor2_1         8
nor2_4         1
nor2b_1        6
nor3_1         9
nor3b_1        1
nor3b_2        1
nor4_1         1
nor4_2         1
nor4bb_1       1
o211ai_1       1
o21ai_0        1
o31ai_1        2
or2_1          2
or3_1          1
or3_4          1
or3b_2         3
or4_4          1
or4b_1         2
[what timing repair did]
action                                  in CTS  in global routing
cloned                                       0                  0
pin swaps                                   18                 12
resized                                     64                 22
hold endpoints to repair                     0                  0
hold buffers                                 0                  0
setup buffers                                8                  2
endpoints found under the setup margin      15                  7
[cells by family after synthesis]
logic type / share of synthesized area, %
AOI/OAI and AO/OA: 16.3
buffers and inverters: 18.0
DFF: 46.9
other: 0.220
and+or+nand+nor: 18.5
[metrics by stage]
stage,setup WS (ns),power [uW]
after floorplan,0.367,519
after detailed placement,-0.545,621
after CTS,0.00507,968
after global placement,-0.514,619
final,0.0395,959
after global routing,-0.0128,1010
[layout by cell type, fill, tap and decap left out, types with 2 or more instances in the layout]
cell / instances
a21o_1: 2
a22o_1: 26
buf_2: 5
buf_4: 27
buf_6: 4
clkbuf_1: 2
clkbuf_2: 7
clkbuf_8: 6
clkdlybuf4s15_1: 2
clkdlybuf4s50_1: 87
dfrtp_1: 32
dlygate4sd2_1: 12
dlymetal6s2s_1: 2
inv_1: 4
nand2_1: 3
nand2_2: 2
nand3_1: 2
nor2_1: 5
nor2_2: 3
nor2b_1: 6
nor3_1: 3
nor3_2: 5
nor3b_2: 2
nor4_4: 2
o31ai_1: 2
or2_4: 2
or3b_2: 2
or4b_4: 2
[power by group]
group	leakage (uW)	total [uW]	switching [uW]	internal, uW
sequential	0.000446	451	1.53	449
combinational	0.000922	165	63.2	102
clock	0.0000455	343	150	193
total	0.00141	959	214	744
[routing by layer]
metal / track usage (%) / part of all wire, % / up-vias / wire [um]
met3: 4.28 / 6.6 / 8 / 322
li1: - / - / 770 / -
met1: 34.5 / 48 / 804 / 2330
met4: 2.93 / 1.0 / 0 / 49
met5: 0 / 0 / - / 0
met2: 32.1 / 45 / 71 / 2170
[critical path, stage by stage]
cell	delay [ns]
buf_2	0.11
or4b_4	0.55
buf_6	0.14
nor3_4	0.22
buf_4	0.15
nand3_2	0.08
nor4bb_1	0.29
clkbuf_2	0.15
[how the worst max path moves through the flow]
stage	from	end	slack, ns	depth (start not counted)
final	i_instr[0]	o_condreg_cror	0.04	8
after global routing	i_instr[0]	o_condreg_cror	-0.01	8
after CTS	i_instr[29]	o_condreg_creqv	0.005	9
Power is estimated from default activity; no workload was simulated.
